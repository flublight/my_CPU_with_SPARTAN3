==> ./design.v <==
`timescale 1ns / 1ps
module bus_slave_mux(
input[7:0]s_cs,
input[7:0]s_rdy,
input[32-1:0]s0_data,
input[32-1:0]s1_data,
input[32-1:0]s2_data,
input[32-1:0]s3_data,
input[32-1:0]s4_data,
input[32-1:0]s5_data,
input[32-1:0]s6_data,
input[32-1:0]s7_data,
output reg [32-1:0] m_data,
output reg m_rdy
);
always@(*)begin
  if(s_cs[0]==1)begin
    m_rdy=s_rdy[0];
    m_data=s0_data;
  end
  if(s_cs[1]==1)begin
    m_rdy=s_rdy[1];
    m_data=s1_data;
  end
  if(s_cs[2]==1)begin
    m_rdy=s_rdy[2];
    m_data=s2_data;
  end
  if(s_cs[3]==1)begin
    m_rdy=s_rdy[3];
    m_data=s3_data;
  end
  if(s_cs[4]==1)begin
    m_rdy=s_rdy[4];
    m_data=s4_data;
  end
  if(s_cs[5]==1)begin
    m_rdy=s_rdy[5];
    m_data=s5_data;
  end
  if(s_cs[6]==1)begin
    m_rdy=s_rdy[6];
    m_data=s6_data;
  end
  if(s_cs[7]==1)begin
    m_rdy=s_rdy[7];
    m_data=s7_data;
  end
end
endmodule
module bus_addr_decoder(
    input[30-1:0]s_addr,
    output reg[7:0] s_cs
    );
    wire[2:0]s_index=s_addr[30-1:30-1-2];
    always@(*)begin
          s_cs=0;
          case (s_index)
          0:s_cs[0]=1; 
          1:s_cs[1]=1; 
          2:s_cs[2]=1; 
          3:s_cs[3]=1; 
          4:s_cs[4]=1; 
          5:s_cs[5]=1;
          6:s_cs[6]=1;
          7:s_cs[7]=1;
          endcase
    end
endmodule
module bus_master_mux(
    input[3:0]grnt,
    input[3:0]m_as,
    input[3:0]rw,
    input[32-1:0]m0_data,
    input[30-1:0]m0_addr,
    input[32-1:0]m1_data,
    input[30-1:0]m1_addr,
    input[32-1:0]m2_data,
    input[30-1:0]m2_addr,
    input[32-1:0]m3_data,
    input[30-1:0]m3_addr,
    output reg[32-1:0]s_wr_data,
    output reg[30-1:0]s_addr,
    output reg s_rw,
    output reg s_as
    );
    always@(*)begin
    if(grnt[0]==1)begin
      s_wr_data=m0_data;
      s_addr=m0_addr;
      s_rw=rw[0];
      s_as=m_as[0];
    end
    if(grnt[1]==1)begin
      s_wr_data=m1_data;
      s_addr=m1_addr;
      s_rw=rw[1];
      s_as=m_as[1];
    end
    if(grnt[2]==1)begin
      s_wr_data=m2_data;
      s_addr=m2_addr;
      s_rw=rw[2];
      s_as=m_as[2];
    end
    if(grnt[3]==1)begin
      s_wr_data=m3_data;
      s_addr=m3_addr;
      s_rw=rw[3];
      s_as=m_as[3];
    end
    end
endmodule
module bus_arbiter(
    input clk,
    input rst,
    input[3:0]req,
    output reg [3:0]grnt
  );
    reg [1:0] owner;
    always@(posedge clk or negedge rst)begin
      if(~rst)owner<=0;
      else begin
        case (owner)
        0:
          begin
            if(req==1)owner<=0;
            else if(req==2)owner<=1;
            else if(req==4)owner<=2;
            else if(req==8)owner<=3;
          end
        1:
            begin
              if(req==2)owner<=1;
              else if(req==4)owner<=2;
              else if(req==8)owner<=3;
              else if(req==1)owner<=0;
            end
        2:
              begin
                if(req==4)owner<=2;
                else if(req==8)owner<=3;
                else if(req==1)owner<=0;
                else if(req==2)owner<=1;
              end
        3:
                begin
                  if(req==8)owner<=3;
                  else if(req==1)owner<=0;
                  else if(req==2)owner<=1;
                  else if(req==4)owner<=2;
                end
        endcase
      end
    end
  always@(*)begin
        grnt=0;
        case (owner)
        0:grnt[0]=1;
        1:grnt[1]=1;
        2:grnt[2]=1;
        3:grnt[3]=1;
        endcase
  end
endmodule
module bus(
    input clk,
    input rst,
    input [32-1:0]m0_rw_data,
    input [30-1:0]m0_addr,
    input [32-1:0]m1_rw_data,
    input [30-1:0]m1_addr,
    input [32-1:0]m2_rw_data,
    input [30-1:0]m2_addr,
    input [32-1:0]m3_rw_data,
    input [30-1:0]m3_addr,
    input m0_req_,
    input m1_req_,
    input m2_req_,
    input m3_req_,
    input m0_as_,
    input m1_as_,
    input m2_as_,
    input m3_as_,
    input m0_rw_,
    input m1_rw_,
    input m2_rw_,
    input m3_rw_,
    output m0_grnt_,
    output m1_grnt_,
    output m2_grnt_,
    output m3_grnt_,
    input s0_rdy_,
    input s1_rdy_,
    input s2_rdy_,
    input s3_rdy_,
    input s4_rdy_,
    input s5_rdy_,
    input s6_rdy_,
    input s7_rdy_,
    input[32-1:0]s0_rd_data,
    input[32-1:0]s1_rd_data,
    input[32-1:0]s2_rd_data,
    input[32-1:0]s3_rd_data,
    input[32-1:0]s4_rd_data,
    input[32-1:0]s5_rd_data,
    input[32-1:0]s6_rd_data,
    input[32-1:0]s7_rd_data,
    output [32-1:0]m_rd_data,
    output m_rdy,
    output s0_cs_,
    output s1_cs_,
    output s2_cs_,
    output s3_cs_,
    output s4_cs_,
    output s5_cs_,
    output s6_cs_,
    output s7_cs_,
    output[30-1:0] s_addr,	    
    output s_as_,	    
    output s_rw,	    
    output [32-1:0]s_wr_data
    );
    wire[3:0] req={m3_req_,m2_req_,m1_req_,m0_req_};
    wire[3:0]m_as={m3_as_,m2_as_,m1_as_,m0_as_};
    wire[3:0]m_rw={m3_rw,m2_rw,m1_rw,m0_rw};
    wire[3:0]grnt;
    wire[7:0]s_chip;
    assign m0_grnt_=grant[0];
    assign m1_grnt_=grant[1];
    assign m2_grnt_=grant[2];
    assign m3_grnt_=grant[3];
    assign s0_cs_=s_chip[0];
    assign s1_cs_=s_chip[1];
    assign s2_cs_=s_chip[2];
    assign s3_cs_=s_chip[3];
    assign s4_cs_=s_chip[4];
    assign s5_cs_=s_chip[5];
    assign s6_cs_=s_chip[6];
    assign s7_cs_=s_chip[7];
    bus_arbiter bus_arbiter (
  		.clk		(clk),
  		.rst		(rst),
  		.req(req),
  		.grnt(grnt)
  	);
    bus_master_mux bus_master_mux (
      .grnt(grnt),
      .m_as(m_as),
      .m0_addr	(m0_addr),	   
      .m0_data (m0_rw_data),  
      .m1_addr	(m1_addr),	   
      .m1_data (m1_rw_data),  
      .m2_addr	(m2_addr),	   
      .m2_data (m2_rw_data),  
      .m3_addr	(m3_addr),	   
      .m3_data (m3_rw_data),  
      .s_addr		(s_addr),	   
      .s_as		(s_as_),	   
      .s_rw		(s_rw),		   
      .s_wr_data	(s_wr_data)	   
    );
    bus_addr_decoder bus_addr_decoder (
      .s_addr		(s_addr),	   
      .s_cs   (s_chip)
    );
    bus_slave_mux bus_slave_mux (
      .s_cs	(s_chip),	   
      .s_rdy	(s_rdy),	   
      .s0_data (s0_rd_data),  
      .s1_data (s1_rd_data),  
      .s2_data (s2_rd_data),  
      .s3_data (s3_rd_data),  
      .s4_data (s4_rd_data),  
      .s5_data (s5_rd_data),  
      .s6_data (s6_rd_data),  
      .s7_data (s7_rd_data),  
      .m_data	(m_rd_data),   
      .m_rdy		(m_rdy)	   
    );
endmodule
==> ./constraint.sdc <==
current_design bus

set clk_period 4.5
set clk_io_pct 0.2

create_clock -name clk0 -period $clk_period [get_ports {clk}]

set non_clock_inputs [all_inputs -no_clocks]
set_input_delay [expr $clk_period * $clk_io_pct] -clock clk0 $non_clock_inputs
set_output_delay [expr $clk_period * $clk_io_pct] -clock clk0 [all_outputs]
==> ./run.sh <==
#!/bin/bash
# OpenROAD 26Q1-2900-gdf79404cd8, Yosys 0.63+post, stock flow scripts
make -C /OpenROAD-flow-scripts/flow DESIGN_CONFIG=/design/flow/config.mk WORK_HOME=/design/flow/orfs finish
==> ./config.mk <==
export PLATFORM = sky130hd
export DESIGN_NAME = bus
export DESIGN_NICKNAME = bus
export VERILOG_FILES = /design/flow/design.v
export SDC_FILE = /design/flow/constraint.sdc
export NUM_CORES = 4
export LEC_CHECK = 1
export CORE_AREA = 10 10 249 249
export DIE_AREA = 0 0 259 259
==> results.txt <==
run results: CTS tree yes, part of the cycle the worst path needs 0.8251, count of unclocked register or latch pins 95, antenna violations before repair 9, Fin Clk Skew 0 ns, DIE HEIGHT 259 um, Max-area cell share 0.2292, final setup margin roughly 0.79 ns, Post-synth EDFFs 0, status finished, final reports clean, Area growth syn-to-layout 112.7%, first-pass GRT wire length between 50000 and 60000 um, distinct lib cells 34, P per Cell Area 143.9 nW/um2, final hold viol count 0, Synth Instances 643, share of cells above drive strength 1 0.1227, normalized max-slew margin 0.4024, worst-margin pin slew 0.8964 ns, largest net degree at the start of global routing 69, total of warnings raised by yosys 20, vias in the first global route approximately 8000, most numerous logic cell after layout clkdlybuf4s50_1, grt ovf 0, vias 7378, average size of a mapped cell 9.702 um2, total track usage 0.1118, clock buffer count from CTS 3, post-route minimum period 3.713 ns, Hold Buf Count CTS 0, Initial Util 0.1104, post_cts resized 0, RD Place Congestion 0.9230, Post-DP HPWL approximately 35000 um, Root Buffer clkbuf_16, most common logic cells in the final layout clkdlybuf4s50_1 (616), dlxtn_1 (92), nand2_1 (85), inv_1 (77), mux2i_1 (70), ys flops 99, ys cells 643, ys async rst share 0.04040, post-CTS setup buffer count 0, post-route ant nets 0, DIE WIDTH 259 um, Final setup viols 0, cell taking the most area after synthesis dlxtn_1, post-DR wirelength/cell 19.85 um, WP data arrival 2.81 ns, I/O Buffers slightly above 600, Cell area leaders dlxtn_1 (23%), mux4_2 (21%), a221oi_2 (14%), mux2i_1 (11%), nand2_1 (5.1%), crit path kind input port to output port, Worst Path Required 3.60 ns, main flop type dlxtn_1, area figure in the yosys stat output 6238 um2, critical path endpoint category output port, Post-Route WL 39840 um, area of the die 67080 um2, r2r setup slk 3.67 ns, worst-skew pair later-pin latency 0.22 ns, crit path max fanout 1, Slew Limit Fails 0, 1st-pass router iterations 5, register clock-pin slew on the reported worst setup and hold paths 0.03 ns, Clock Path Buffers 2, endpoints left unconstrained 166, final hold slack 0.5396 ns, Site Rows 87, max-cap violations 0, First DRT Iteration DRCs between 200 and 300, fmax 269.3 MHz, crit start category input port, Final TNS setup 0 ns, CTS H-Tree Depth 1, vias per cell roughly 3.7, Max IR drop VDD 0.2121 mV, pre-CTS setup slack 0.7691 ns, HP Class register to register, Leak 5.235 nW, OpenROAD warnings 37, Core Box Area 56500 um2, Top Ports between 600 and 700, drt drc 0, RSZ-0062 raised after global routing false, Synth Cell Area 6238 um2
==> layout make-up <==
type / instances / area [um2]
sequential: 99 / 1540
fill: 6076 / 43230
clock buffer: 4 / 78.83
timing repair buffer: 628 / 6256
inverter: 78 / 292.8
multi-input combinational: 438 / 4146
tap: 756 / 945.9
antenna: 4 / 10.01
==> worst max-delay path: stages <==
cell and delay, ns:
clkdlybuf4s50_1 0.45, mux2_2 0.28, mux4_2 0.53, dlxtn_1 0.26, clkdlybuf4s50_1 0.40
==> synth_stat cells, types with 7 or more instances <==
library cell  count
nand2b_1          8
a31oi_1           7
nor3_1           63
clkbuf_1         19
buf_2            18
buf_4            15
nand2_1          85
mux2_2           14
dlxtn_1          95
inv_1            77
mux2i_1          70
a221oi_2         57
mux4_2           57
nor2_1           10
==> report_power, final <==
group          leakage [nW]  switching, W  internal, W
registers             0.822     0.0000303     0.000219
clock network        0.0382     0.0000265     0.000117
logic                  4.37      0.000654     0.000863
==> sequential cells by signal (all words and copies together) (netlist names) <==
signal                    flops
bus_master_mux.s_wr_data     32
bus_slave_mux.m_data         32
bus_master_mux.s_as           1
bus_arbiter.owner             4
bus_master_mux.s_addr        30
==> routing by layer <==
metal,GRT usage,up-vias,share of wire
met5,0,-,0.00045
met3,0.04365,36,0.11
met4,0.02924,2,0.024
met1,0.1239,3350,0.37
li1,-,3528,-
met2,0.1962,462,0.50
==> kinds of logic (layout without fill, tap and decap cells) <==
family | Yosys count | after routing | share of synthesized area
fa+ha+maj | 1 | 1 | 0.001605
mux | 141 | 141 | 0.3434
other cells | 1 | 42 | 0.0006011
buf+inv | 143 | 710 | 0.1167
latches | 95 | 95 | 0.2292
flops | 4 | 4 | 0.01625
simple gates | 176 | 176 | 0.1270
compound gates | 82 | 82 | 0.1659
==> per-stage QoR <==
step | instances | area, um2 | total power (W) | utilization
after floorplan | 680 | 6377 | 0.001060 | -
after global placement | 1999 | 13180 | 0.001767 | 0.2333
after global routing | 2007 | 13270 | 0.002036 | 0.2349
after CTS | 2003 | 13260 | 0.001929 | 0.2347
after detailed placement | 1999 | 13180 | 0.001779 | 0.2333
final | 2007 | 13270 | 0.001909 | 0.2349
==> final timing paths <==
kind / from / end / cells after the start
worst max-delay path: s3_rd_data[8] / m_rd_data[8] / 5
worst max register to register: bus_arbiter.owner[0] / bus_arbiter.owner[0] / 2
worst min-delay path: bus_arbiter.owner[3] / bus_arbiter.owner[3] / 1
max in group asynchronous: rst / bus_arbiter.owner[0] / 1
worst min register to register: bus_arbiter.owner[3] / bus_arbiter.owner[3] / 1
min in group asynchronous: rst / bus_arbiter.owner[3] / 1
Power is estimated from default activity; no workload was simulated.
