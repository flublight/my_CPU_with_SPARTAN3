**./run.sh**
```bash
#!/bin/bash
# OpenROAD 26Q1-2900-gdf79404cd8, Yosys 0.63+post, stock flow scripts
make -C /OpenROAD-flow-scripts/flow DESIGN_CONFIG=/design/flow/config.mk WORK_HOME=/design/flow/orfs finish
```
**./constraint.sdc**
```tcl
current_design uart

set clk_period 3.5
set clk_io_pct 0.2

create_clock -name clk0 -period $clk_period [get_ports {clk}]

set non_clock_inputs [all_inputs -no_clocks]
set_input_delay [expr $clk_period * $clk_io_pct] -clock clk0 $non_clock_inputs
set_output_delay [expr $clk_period * $clk_io_pct] -clock clk0 [all_outputs]
```
**./design.v**
```verilog
`timescale 1ns / 1ps
module uart_tx(
  input clk,
  input rst,
  input tx_start,
  input[7:0] tx_data,
  output reg tx_end,
  output wire tx_busy,
  output reg tx
  );
  reg state;
  reg [8:0]div_cnt;
  reg [3:0]bit_cnt;
  reg [7:0]shit_reg;
  assign tx_busy = state;
  always @ (posedge clk or negedge rst) begin
    if(~rst)begin
      state<=0;
      div_cnt<=0;
      bit_cnt<=0;
      shit_reg<=0;
      tx_end<=0;
      tx<=0;
    end
    else begin
      case (state)
      0:begin 
        if(tx_start)begin
          state<=1;
          shit_reg<=tx_data;
          tx<=1; 
        end
        tx_end<=0;
      end
      1:begin 
        if(div_cnt==0)begin
          case(bit_cnt)
            8:begin 
              bit_cnt<=9; 
              tx<=0;
            end
            9:begin  
                state<=0;
                bit_cnt<=0;
                tx_end<=0;
            end
            default :begin
                bit_cnt<=bit_cnt+1;
                shit_reg<=shit_reg<<1'b1;
                tx<=shit_reg[0];
            end
          endcase
          div_cnt<=260; 
          end
          else div_cnt<=div_cnt-1; 
      end
      endcase
    end
  end
endmodule
module uart_rx(
  input clk,
  input rst,
  output reg[7:0] rx_data,
  output wire rx_busy,
  output reg rx_end,
  input  rx
  );
  reg state;
  reg [8:0]div_cnt;
  reg [3:0]bit_cnt;
  assign rx_busy=~state;
  always @ (posedge clk or negedge rst) begin
    if(~rst)begin
      state<=0;
      div_cnt<=0;
      bit_cnt<=0;
      rx_end<=0;
      rx_data<=0;
    end
    else begin
      case (state)
      0:begin 
        if(~rx)begin  
          state<=1;
        end
        rx_end<=0;
      end
      1:begin 
        if(div_cnt==0)begin
          case(bit_cnt)
            9:begin 
              state<=0;
              bit_cnt<=0; 
              div_cnt<=130;
              if(rx)rx_end<=1;  
            end
            default :begin
                bit_cnt<=bit_cnt+1;
                div_cnt<=260;
                rx_data<={rx,rx_data[7:1]};
            end
          endcase
        end
        else div_cnt<=div_cnt-1; 
      end
      endcase
    end
  end
endmodule
module uart_ctrl (
  input clk,
  input rst,
  input cs,
  input as,
  input rw,
  input addr,
  input [31:0] wr_data,
  output reg[31:0] rd_data,
  output reg rdy,
  output reg irq_rx,
  output reg irq_tx,
  input rx_busy,
  input rx_end,
  input[7:0] rx_data,
  input tx_busy,
  input tx_end,
  output reg tx_start,
  output reg[7:0] tx_data
);
  reg [7:0]rx_buf;
  always @ (posedge clk or negedge rst) begin
    if(~rst)begin
      irq_rx<=0;
      irq_tx<=0;
      rdy<=0;
      rd_data<=0;
      tx_start<=0;
    end
    else begin
      if(cs && as) rdy<=1;
      else rdy<=0;
      if(cs && as && rw==0)begin
        if(~addr)rd_data<={28'b0,tx_busy,rx_busy,irq_tx,irq_rx};  
        else rd_data<={24'b0,rx_buf};
      end
      else rd_data<=0;
      if(tx_end)  
        irq_tx<=1;
      else if(cs && as && rw && ~addr)irq_tx<=wr_data[1];
      if(rx_end) 
        irq_rx<=0;
      else if(cs && as && rw && ~addr)irq_tx<=wr_data[0];
      if(cs && as && rw && addr)begin  
        tx_start<=1;
        tx_data<=wr_data[7:0];
      end
      else begin
        tx_start<=0;
        tx_data<=0;
      end
      if(rx_end)rx_buf<=rx_data;
    end
  end
endmodule  
module uart (
	input  wire				   clk,		  
	input  wire				   reset,	  
	input  wire				   cs_,		  
	input  wire				   as_,		  
	input  wire				   rw,		  
	input  wire  addr,	  
	input  wire [31:0] wr_data,	  
	output wire [31:0] rd_data,	  
	output wire				   rdy_,	  
	output wire				   irq_rx,	  
	output wire				   irq_tx,	  
	input  wire				   rx,		  
	output wire				   tx		  
);
	wire					   rx_busy;	  
	wire					   rx_end;	  
	wire [7:0]		   rx_data;	  
	wire					   tx_busy;	  
	wire					   tx_end;	  
	wire					   tx_start;  
	wire [7:0]		   tx_data;	  
	uart_ctrl uart_ctrl (
		.clk	  (clk),	    
		.rst	  (reset),	    
		.cs	  (cs_),	    
		.as	  (as_),	    
		.rw		  (rw),		    
		.addr	  (addr),	    
		.wr_data  (wr_data),    
		.rd_data  (rd_data),    
		.rdy	  (rdy_),	    
		.irq_rx	  (irq_rx),	    
		.irq_tx	  (irq_tx),	    
		.rx_busy  (rx_busy),    
		.rx_end	  (rx_end),	    
		.rx_data  (rx_data),    
		.tx_busy  (tx_busy),    
		.tx_end	  (tx_end),	    
		.tx_start (tx_start),   
		.tx_data  (tx_data)	    
	);
	uart_tx uart_tx (
		.clk	  (clk),	    
		.rst	  (reset),	    
		.tx_start (tx_start),   
		.tx_data  (tx_data),    
		.tx_busy  (tx_busy),    
		.tx_end	  (tx_end),	    
		.tx		  (tx)		    
	);
	uart_rx uart_rx (
		.clk	  (clk),	    
		.rst	  (reset),	    
		.rx_busy  (rx_busy),    
		.rx_end	  (rx_end),	    
		.rx_data  (rx_data),    
		.rx		  (rx)		    
	);
endmodule
```
**./config.mk**
```make
export PLATFORM = sky130hd
export DESIGN_NAME = uart
export DESIGN_NICKNAME = uart
export VERILOG_FILES = /design/flow/design.v
export SDC_FILE = /design/flow/constraint.sdc
export NUM_CORES = 4
export LEC_CHECK = 1
export CORE_UTILIZATION = 40
```
==> reports/metrics.csv <==
stage;metric;value;unit
outcome;outcome;finished clean;
synth;Yosys reg bits;59;
final_layout;layout cells sized above 1;0.127;
place;Placed Cells;363;
clock_tree;cts-stage hold buffer count;0;
routing;Iteration-0 DRC Markers;53;
worst_setup_path;Worst R2R Path Depth;6;
power;Static Leakage;1.46;nW
grt;gr ovfl total;0;
routing;via/cell ratio;4.74;
synth;# Cells Yosys;252;
floorplanning;total die size;7510;um2
floorplanning;Site Rows;30;
grt;antenna violations before repair;0;
sta;worst slew pin tran;0.620;ns
floorplanning;chip width;86.7;um
final_layout;Non-Filler Instances;379;
worst_setup_path;CP arrival;2.12;ns
synth;Yosys Chip Area;2870;um2
sta;Final Hold Viols;0;
power;PD cells;577;nW/um2
synth;leading area contributor after synthesis;dfrtp_1;
place;hpwl dp;2.88;mm
grt;wire length of the first global-routing pass;7.55;mm
worst_setup_path;FF-to-FF End;uart_rx.rx_data[4];
clock_tree;Latency at later pin;0.33;ns
routing;# DRC;0;
worst_setup_path;slowest CP cell;dfrtp_1;
synth;Async SR Flop Fraction;0.847;
final_layout;largest registers;uart_rx.div_cnt: 9 flops, uart_tx.div_cnt: 9 flops;
run;Max Cap Viol;0;
grt;number of global-route vias before repair;1674;
synth;cell count after synthesis;252;
synth;Commonest flop;dfrtp_1;
min_path;hold_sp;uart_ctrl.rx_buf[6];
grt;largest net degree at the start of global routing;52;
sta;Final Critical Period;1.90;ns
sta;Final Max Slew Viols;0;
routing;DR pass1 iterations;4;
routing;Routed WL per cell;11.3;um
floorplanning;Core Util at FP;0.417;
sta;Rel. slew slack;0.586;
run;number of OpenROAD warnings;57;
worst_setup_path;Worst path max stage delay;0.40;ns
clock_tree;Clock Tree Root;clkbuf_8;
sta;endpoints failing setup;0;
sta;skew final;0.00474;ns
synth;YS warnings;3;
synth;Cell Type Count;50;
worst_setup_path;reg2reg start;uart_rx.div_cnt[0];
floorplanning;DIE HEIGHT;86.7;um
routing;Diodes inserted;0;
min_path;Worst Hold Endpoint;uart_ctrl.rd_data[6];
place;IO Port Bufs;19;
final_layout;FILL cells;615;
worst_setup_path;FF-to-FF setup slack;1.60;ns
routing;final WL;4.28;mm
clock_tree;Post-CTS Setup Repair Bufs;0;
power;Max IR drop VDD;0.269;mV
worst_setup_path;CP startpoint kind;flop;
worst_setup_path;Crit Path Class;reg -> reg;
place;global placement routability congestion;0.807;
synth;sequential share of the synthesized area;0.531;
min_path;Hold Crit Class;reg -> reg;
final_layout;Layout Utilization;0.478;
synth;Avg Cell Area, Syn;11.4;um2
clock_tree;cts repair resizes;0;
sta;setup_tns;0;ns
clock_tree;clk sinks;59;
floorplanning;Placeable Area;6870;um2
worst_setup_path;CP max FO;9;
clock_tree;clock transition at the registers of the reported paths;0.07;ns
synth;Post-synth EDFFs;9;
clock_tree;Num CTS Buffers;9;
sta;RSZ-0062 raised after global routing;false;
final_layout;most numerous logic cells after layout;dfrtp_1 (50), conb_1 (25), clkdlybuf4s50_1 (18);
clock_tree;TritonCTS clock tree;yes;
worst_setup_path;crit path DRT;3.72;ns
synth;post-synthesis instance area;2870;um2
routing;Via Count;1796;
clock_tree;H-Tree Depth;3;
floorplanning;I/O pin total;75;
worst_setup_path;cells along the critical path;inv_1 -> ha_1 -> and4bb_4 -> and3_1 -> nand2_4 -> mux2_2;
sta;Final period util;0.542;
min_path;Hold Path Stages;1;
worst_setup_path;CP Capture Type;flop;
routing;remaining antenna violation count;0;
grt;GRT Total Usage;0.130;
final_layout;most numerous logic cell after layout;dfrtp_1;
clock_tree;clk buf depth;2;
sta;max frequency;527;MHz
final_layout;area grow syn2layout;14.5;%
synth;top area contributor share;0.436;
synth;Top cells by area;dfrtp_1 (44%), edfxtp_1 (9.4%), buf_4 (6.5%), mux2_2 (3.1%), nor3_1 (2.6%);
[critical path, delay by kind of cell, from the launching register on]
kind	cells	cell delay (ns)
adder cells (fa/ha/maj)	1	0.26
buffers and inverters	1	0.08
flip-flops	1	0.40
multiplexers	1	0.29
AND/OR/NAND/NOR	3	0.75
[layer usage]
layer,vias to the layer above,GRT usage,share of wire
met3,4,0.0300,0.039
met2,44,0.207,0.47
met5,-,0,0
li1,886,-,-
met1,862,0.193,0.48
met4,0,0.0242,0.012
[power breakdown]
group          internal (mW)  total [mW]  switching (mW)
Clock                  0.405       0.689           0.284
Sequential             0.776       0.883           0.106
Combinational          0.183       0.324           0.141
Total                   1.36        1.90           0.531
[worst max-delay path by stage]
stage,slack (ns),start,depth (start not counted),endpoint
4_1_cts,1.60,uart_ctrl.irq_tx,1,irq_tx
6_report,1.60,uart_rx.div_cnt[0],6,uart_rx.rx_data[4]
5_1_grt,1.50,uart_rx.div_cnt[0],6,uart_rx.rx_data[4]
[Yosys cell counts, types with 2 or more instances]
library cell and number:
dfrtp_1 50, buf_4 25, nor3_1 15, nand2_1 14
inv_1 12, nor2_1 12, o21ai_0 11, edfxtp_1 9
a21oi_1 8, and2_1 8, mux2_2 8, nand2b_1 7
mux2i_1 6, xnor2_1 6, ha_1 5, a21o_1 4
and3_1 4, nor2b_1 4, a31oi_1 3, clkbuf_1 3
nand3_1 3, o22ai_1 3, a211oi_1 2, a41oi_1 2
nand4bb_1 2, nor3b_1 2
[kinds of logic (layout without fill, tap and decap cells)]
family	after synthesis	count (layout)	share of synthesized area
AOI/OAI and AO/OA	38	38	0.0820
xor gates and xnor gates	7	7	0.0214
adders and majority gates	5	5	0.0218
buffers and inverters	41	48	0.0890
DFF	59	59	0.531
muxes	15	15	0.0576
other	1	25	0.00131
and+or+nand+nor	86	86	0.196
[cell type report]
class,count,area (um2),share of cell area
Clock buffer,9,124,0.0377
Clock inverter,7,100,0.0305
Inverter,12,45.0,0.0137
Multi-Input combinational cell,176,1180,0.360
Sequential cell,59,1520,0.463
Tap cell,96,120,0.0366
Timing Repair Buffer,20,193,0.0587
[stage by stage]
step	hold WS, ns	power, mW	area (um2)	setup slack, ns
6_report	0.447	1.90	3280	1.60
5_1_grt	0.461	2.02	3280	1.50
4_1_cts	0.449	1.92	3280	1.60
3_5_place_dp	0.433	1.22	3060	1.52
3_3_place_gp	0.433	1.21	3060	1.51
2_1_floorplan	0.404	1.15	2960	1.79
No activity file was given, so power comes from the tool's default toggle rates.
