--- design/flow/config.mk ---
export PLATFORM = sky130hd
export DESIGN_NAME = timer
export DESIGN_NICKNAME = timer
export VERILOG_FILES = /design/flow/design.v
export SDC_FILE = /design/flow/constraint.sdc
export NUM_CORES = 4
export LEC_CHECK = 1
export CORE_UTILIZATION = 50
--- design/flow/run.sh ---
#!/bin/bash
# OpenROAD 26Q1-2900-gdf79404cd8, Yosys 0.63+post, stock flow scripts
make -C /OpenROAD-flow-scripts/flow DESIGN_CONFIG=/design/flow/config.mk WORK_HOME=/design/flow/orfs finish
--- design/flow/constraint.sdc ---
current_design timer

set clk_period 7.1
set clk_io_pct 0.2

create_clock -name clk0 -period $clk_period [get_ports {clk}]

set non_clock_inputs [all_inputs -no_clocks]
set_input_delay [expr $clk_period * $clk_io_pct] -clock clk0 $non_clock_inputs
set_output_delay [expr $clk_period * $clk_io_pct] -clock clk0 [all_outputs]
--- design/flow/design.v ---
`timescale 1ns / 1ps
module timer(
    input clk,
    input rst,
    input cs,
    input as,
    input rw,
    input [1:0]addr, 
    input [32-1:0]wr_data,
    output reg[32-1:0]rd_data,
    output reg rdy,
    output reg irq
    );
reg mode,start;
reg[32-1:0]expr_val,counter;
wire expr_flg;
always@(posedge clk or negedge rst)begin
  if(~rst)begin
    rd_data<=0;
    rdy<=0;
    irq<=0;
    expr_val<=0;
    counter<=0;
    mode<=0;
    start<=0;
  end
  else begin
    if(cs&&as && ~rw)begin 
    case(addr)
      0:rd_data<=mode*2+start; 
      1:rd_data<=irq; 
      2:rd_data<=expr_val;
      3:rd_data<=counter;
    endcase
    end
    else rd_data<=0;
    if(cs&&as && rw && addr==0)begin
        start<=wr_data[0];
        mode<=wr_data[1];
    end
    else if(~expr_flg)start<=0;
    if(expr_flg)irq<=0;
    else if(cs&&as&&rw&&addr==1)irq<=wr_data[0];
    if(cs&&as&&rw&&addr==2)expr_val<=wr_data;
    if(cs&&as&&rw&&addr==3)counter<=wr_data;
    else if(expr_flg)counter<=0;
    else if(start)counter<=counter+1;
    if(cs&&as)rdy<=1;
    else rdy<=0;
  end
end
endmodule
==> impl_metrics.tcl <==
# flow metrics
set metrics [dict create \
    warning_count 26 \
    slew_headroom_pct 43.7 \
    ys.flops 100 \
    stdcell_count 579 \
    drc 0 \
    slowest_delay_ps 680 \
    critPathBufInv 2 \
    synthDistinctLibCells 34 \
    power.total_w 0.00144 \
    dpl.hpwl_mm 5.85 \
    cap_violations 0 \
    fmax_mhz 290 \
    routedWlPerCell_um 15.5 \
    fin_worst_skew_ps 7.67 \
    dr.pass1.iters 4 \
    leakage_nw 2.29 \
    cts-root-buf "clkbuf_8" \
    dp_cells 565 \
    yosys_warnings 2 \
    hold_path_depth 1 \
    io_pins 73 \
    edf_count 0 \
    worstPathMaxFanout 18 \
    cts_resized 0 \
    postCtsSetupBuffers 0 \
    grt_usage_pct 21.3 \
    fp_util_pct 51.7 \
    path_cells "clkdlybuf4s50_1 -> and4_1 -> nor2b_2 -> buf_4 -> mux2_2" \
    die_w_um 97.2 \
    yosysTopAreaCell "dfrtp_1" \
    antenna_found_initial 0 \
    tightest_slew_ps 837 \
    chipHeight_um 97.2 \
    coreArea_um2 8760 \
    final_antenna_net_count 0 \
    syn_area_per_cell_um2 11.1 \
    numCtsBuffers 9 \
    path_depth 5 \
    synth-main-ff-cell "dfrtp_1" \
    numClockSinks 100 \
    path_delay_family "buffers and inverters" \
    setup_viol 0 \
    period_used_pct 48.6 \
    ys_sh_mux_pct 15.8 \
    yosys_cells 406 \
    synth-simple-area-share_pct 16.1 \
    maxSlewViolCount 0 \
    yosys_area_um2 4530 \
    place_congestion 0.805 \
    yosysTopAreaCellShare_pct 55.3 \
    ys_seq_share_pct 55.3 \
    drive_gt1_share_pct 13.0 \
    synthCells 406 \
    cp.required_ps 7340 \
    grt_pass1_vias 3124 \
    clk_latency_ps 360 \
    area_growth_pct 21.3 \
    max-vdd-ir-drop_mv 0.133 \
    critPathKind "input port to flop" \
    cts.path.max_buffers 2 \
    synth_compound_gate_area_share_pct 6.50 \
    path_clk_slew_ps 90 \
    n_antenna_cell 0 \
    outcome "completed" \
    ff2ff_path_depth 4 \
    xor_area_share_pct 2.71 \
    netlist_area_um2 4530 \
    cts_max_level 3 \
    grt-ovfl-total 0 \
    hold_buffers 0 \
    portBuffers 72 \
    grt_first_pass_wirelength_mm 15.5 \
    routed_wl_mm 8.98 \
    fin_util_pct 62.6 \
    common_cells "100 x dfrtp_1, 48 x nor2_1, 35 x mux2_2, 30 x mux2i_1, 30 x nand2_1" \
    tritoncts "done" \
    grt_max_degree 57 \
    endpoint_kind "flop" \
    rsz0062_at_grt "no" \
    vias 3216 \
    synthAdderAreaFrac_pct 0.276 \
    die_area_um2 9440 \
    num_rows 34 \
    cp.arrival_ps 3700 \
    fin_crit_ps 3450 \
    topCombFamilyByArea "simple AND/OR/NAND/NOR gates" \
    hp-class "flop to flop" \
    power_density_nw_per_um2 262 \
    synthArstFlopShare_pct 100 \
    fin_tns_setup_ps 0 \
    ys_top_cells_by_area "dfrtp_1 55%, mux2_2 8.7%, mux2i_1 6.6%" \
    most_common_cell "dfrtp_1" \
    start_kind "input port" \
    slowest_stage "nor2b_2" \
    via_per_inst 5.55 \
    drt_iter0_drc 181 \
    finalHoldViolCount 0 \
]
==> logic make-up after synthesis <==
family / Yosys count
mux: 66
simple gates: 144
buf+inv: 35
xor+xnor: 14
flops: 100
fa+ha+maj: 1
compound gates: 46
==> routing by layer <==
metal	global-route usage [%]	routed length [um]	vias to the layer above
li1	-	-	1571
met1	36.0	4450	1562
met2	30.7	3920	77
met3	6.08	529	6
met4	1.38	79	0
met5	0	0	-
==> final timing paths <==
path                              start           end  slack, ps
setup / recovery                addr[1]   expr_val[9]       3650
hold / removal             expr_val[15]  expr_val[15]        510
setup reg to reg             counter[0]   counter[19]       4690
hold reg to reg            expr_val[15]  expr_val[15]        510
max in group asynchronous           rst  expr_val[19]       4950
min in group asynchronous           rst   rd_data[23]       1040
==> metrics by stage <==
step | worst slack (ps) | area (um^2) | hold slack [ps]
2_1_floorplan | 4340 | 4530 | 475
3_3_place_gp | 3260 | 5310 | 488
3_5_place_dp | 3230 | 5310 | 494
4_1_cts | 3610 | 5490 | 516
5_1_grt | 3580 | 5490 | 528
6_report | 3650 | 5490 | 511
==> cell usage in the layout (no fill, tap or decap), types with 2 or more instances in the layout <==
cell type | synthesis | layout
o21ai_0 | 15 | 15
nor4_1 | 7 | 7
nand4_1 | 14 | 14
a211o_1 | 2 | 2
o31ai_1 | 12 | 12
xnor2_1 | 10 | 10
nand2_1 | 30 | 30
dfrtp_1 | 100 | 100
mux2_2 | 35 | 35
or3_1 | 3 | 3
clkinvlp_4 | 0 | 3
nor2_1 | 48 | 48
buf_4 | 0 | 8
inv_1 | 7 | 7
and2_1 | 3 | 3
nor3_1 | 4 | 4
mux2i_1 | 30 | 30
xor2_1 | 4 | 4
clkbuf_8 | 0 | 9
or4_1 | 12 | 12
a31oi_1 | 13 | 13
nand3_1 | 12 | 12
and3_1 | 3 | 3
clkdlybuf4s50_1 | 0 | 70
o31a_1 | 2 | 2
and4_1 | 4 | 4
==> registers in the layout (all words and copies together), names as in the netlist <==
register  count
counter      32
expr_val     32
irq           1
mode          1
rd_data      32
rdy           1
start         1
==> area by class of cell <==
cell class / count / area (um^2)
clock buffers: 10 / 128
clock inverters: 4 / 52.6
fillers: 689 / 3270
inverters: 7 / 26.3
multi-input cells: 271 / 1880
flip-flops and latches: 100 / 2500
well taps: 108 / 135
repair buffers: 79 / 766
==> report_power, final <==
group / total (W) / internal (W) / switching, W
clock: 0.000347 / 0.000159 / 0.000187
combinational: 0.000303 / 0.000163 / 0.000140
sequential: 0.000789 / 0.000676 / 0.000112
